==> ./design.v <==
interface crc_if();
  logic rstn;
  logic [7:0] data_in;
  logic valid;
  logic [31:0] crc_out;
endinterface
interface clk_if();
  logic tb_clk;
  initial tb_clk <= 0;
  always #10 tb_clk = ~tb_clk;
endinterface
module dual_port_ram #(
    parameter DATA_WIDTH = 8,
    parameter ADDR_WIDTH = 11   
) (
    input  logic                  clk,
    input  logic                  we,           
    input  logic [ADDR_WIDTH-1:0] wr_addr,      
    input  logic [DATA_WIDTH-1:0] wr_data,      
    input  logic [ADDR_WIDTH-1:0] rd_addr,      
    output logic [DATA_WIDTH-1:0] rd_data       
);
    logic [DATA_WIDTH-1:0] mem [0:(1<<ADDR_WIDTH)-1];
    always_ff @(posedge clk) begin
        if (we) begin
            mem[wr_addr] <= wr_data;
        end
    end
    always_ff @(posedge clk) begin
        rd_data <= mem[rd_addr];
    end
endmodule
module sync_fifo #(
    parameter DATA_WIDTH = 8,  
    parameter FIFO_DEPTH  = 2048,  
    localparam ADDR_WIDTH = $clog2(FIFO_DEPTH)  
) (
    input  logic clk,         
    input  logic reset,       
    input  logic push,   
    input  logic [DATA_WIDTH-1:0] wr_data,  
    input  logic pop,   
    output logic [DATA_WIDTH-1:0] rd_data,  
    output logic fifo_full,   
    output logic fifo_empty,   
    output logic [ADDR_WIDTH-1:0] fifo_used_memory
);
    logic [ADDR_WIDTH-1:0] wr_ptr;      
    logic [ADDR_WIDTH-1:0] rd_ptr;      
    logic [ADDR_WIDTH-1:0] wr_ptr_nxt;  
    logic [ADDR_WIDTH-1:0] rd_ptr_nxt;  
    logic write_enable;
    logic [DATA_WIDTH-1:0] rd_data_raw;
    dual_port_ram #(
        .DATA_WIDTH(DATA_WIDTH),
        .ADDR_WIDTH(ADDR_WIDTH)
    ) fifo_ram (
        .clk(clk),
        .we(write_enable),
        .wr_addr(wr_ptr),
        .wr_data(wr_data),
        .rd_addr(rd_ptr),
        .rd_data(rd_data_raw)
    );
    assign write_enable = (~fifo_full) & push;
    assign fifo_used_memory = wr_ptr - rd_ptr;
    always_comb
        wr_ptr_nxt = wr_ptr + 1;
    always_ff @(posedge clk) begin
        if (reset) begin
            wr_ptr <= 0;
        end else begin
            if (~fifo_full & push) begin
                wr_ptr <= wr_ptr_nxt;  
            end
        end
    end
    always_comb
        rd_ptr_nxt = rd_ptr + 1;
    always_ff @(posedge clk) begin
        if (reset) begin
            rd_ptr <= 0;
        end else begin
            if (~fifo_empty & pop) begin
                rd_ptr <= rd_ptr_nxt;    
            end
        end
    end
    assign rd_data = rd_data_raw;  
    always_comb
        fifo_full = (wr_ptr_nxt == rd_ptr);
    always_comb
        fifo_empty = (rd_ptr == wr_ptr);
endmodule : sync_fifo
==> ./run.sh <==
#!/bin/bash
# OpenROAD 26Q1-2900-gdf79404cd8, Yosys 0.63+post, stock flow scripts
make -C /OpenROAD-flow-scripts/flow DESIGN_CONFIG=/design/flow/config.mk WORK_HOME=/design/flow/orfs finish
==> ./config.mk <==
export PLATFORM = sky130hd
export DESIGN_NAME = sync_fifo
export DESIGN_NICKNAME = sync_fifo
export VERILOG_FILES = /design/flow/design.v
export SDC_FILE = /design/flow/constraint.sdc
export NUM_CORES = 4
export LEC_CHECK = 1
export CORE_UTILIZATION = 30
export SYNTH_MEMORY_MAX_BITS = 65536
==> ./constraint.sdc <==
current_design sync_fifo

set clk_period 5626.6
set clk_io_pct 0.2

create_clock -name clk0 -period $clk_period [get_ports {clk}]

set non_clock_inputs [all_inputs -no_clocks]
set_input_delay [expr $clk_period * $clk_io_pct] -clock clk0 $non_clock_inputs
set_output_delay [expr $clk_period * $clk_io_pct] -clock clk0 [all_outputs]
==> results_dict.tcl <==
# flow metrics
set metrics [dict create \
    fp_util 0.301 \
    die-height_mm 1.46 \
    setup_tns_ns 0 \
    cts-root-buf "clkbuf_16" \
    worstMarginPinSlew_ns 1.75 \
    grt_start_max_net_pins 96 \
    synthArstFlopShare 0 \
    status "finished with violations" \
    clk_latency_ns 1.43 \
    syn_area_um2 638000 \
    area_growth_pct 14.7 \
    drc 0 \
    wirelength_mm 2270 \
    row_count 535 \
    yosysWarnings 2 \
    fin_crit_sh 0.201 \
    whs_ns 0.660 \
    rsz0062_at_grt "false" \
    dp_hpwl_mm 1490 \
    layout.cells.non_filler 61700 \
    power_density_nw_per_um2 0.380 \
    fin_skew_ns 0.137 \
    postCtsSetupRepairBufs 0 \
    via_per_inst 5.42 \
    failed_checks "max-capacitance violations, max-slew violations" \
    gp_congestion 0.998 \
    dr.pass1.iters 9 \
    power.leakage_nw 217 \
    htreeDepth 7 \
    synth_seq_share 0.773 \
    grt_pass1_wl_mm 3060 \
    cp_max_fo 26 \
    cts_resized 0 \
    crit_arrival_ns 5.96 \
    core_um2 2120000 \
    tool_warnings 32 \
    vias 334000 \
    cts.sinks 16400 \
    die_x_mm 1.46 \
    dp_cells 58000 \
    synth_cell_type_count 98 \
    dieArea_um2 2130000 \
    pin_count 33 \
    cp-end-kind "output port" \
    antenna_found_initial 345 \
    cts_tree "done" \
    fmax_mhz 0.884 \
    wl_per_cell_um 36.8 \
    relSlewSlack -0.170 \
    final_cell_mix "edfxtp_1, mux4_2, nor2_1" \
    cts_inserted_buffers 1666 \
    edf_count 16400 \
    grt_util_all_layers 0.226 \
    setup_viol 0 \
    synth_flops 16400 \
    ys.flop_type "edfxtp_1" \
    cts-hold-fix-buffers 0 \
    hold_class "register to register" \
    grt_pass1_vias 372000 \
    drt_iter0_markers 27400 \
    cp_data_required_time_ns 4501.28 \
    ir_worst_vdd_mv 0.000270 \
    worstSetupPathType "register to output port" \
    ant_nets 0 \
    ys_area_um2 638000 \
    max_cap_violations 4 \
    layout_top_cell_excl_fill_tap "edfxtp_1" \
    slew_violations 10 \
    grt.overflow.total 0 \
    syn_avg_cell_area_um2 21.2 \
    synth_stat.cells 30100 \
    clk_pin_slew_worst_paths_ns 0.06 \
    min_period_ns 1131.28 \
    hold_viol 0 \
    cts_max_path_buffers 6 \
    drive_above_1_share 0.240 \
    port_buffers 32 \
    cp-start-kind "register" \
    syn_inst 30100 \
]
## cell usage after synthesis, types with 57 or more instances
cell type	n	area, um2
buf_4	238	1790
o21ai_0	392	1960
a221oi_1	289	2530
nand2_1	619	2320
buf_2	620	3100
mux4_2	3503	78900
buf_8	118	1770
mux2i_1	1636	16400
buf_6	178	2000
clkbuf_1	672	2520
o22ai_1	368	2300
o211ai_1	83	623
nand3_1	147	736
mux4_1	86	2260
a22oi_1	455	3420
a211oi_1	131	983
mux2_2	57	642
edfxtp_1	16400	492000
a31oi_1	71	444
a21oi_1	607	3040
nor2_1	2276	8540
a22o_1	78	683
nor3_1	119	596
buf_1	91	342
o221ai_1	177	1550
## critical path: stages, from the launching register on
cell and delay, ns:
dfxtp_4 0.76, inv_8 0.26, ha_1 0.41, nor2b_1 0.16, o21ai_0 0.42, a21boi_0 0.23
o21ai_0 0.30, a21boi_0 0.24, o21ai_0 0.30, a21boi_0 0.20, or4_1 0.47, nand3_1 0.28
clkdlybuf4s50_1 0.52
## power breakdown
| group | leakage, nW | switching (mW) | internal [mW] | total (mW) |
|---|---|---|---|---|
| clock network | 26.3 | 0.0465 | 0.0646 | 0.111 |
| logic | 42.9 | 0.0193 | 0.0124 | 0.0317 |
| registers | 147 | 0.0000838 | 0.135 | 0.135 |
| total | 217 | 0.0659 | 0.211 | 0.278 |
## area by class of cell
class | instances | area, um2
diodes | 758 | 1900
clock buffers | 1931 | 43200
clock inverters | 1045 | 10900
fillers | 193000 | 1390000
inverters | 23 | 139
multi-input cells | 11600 | 134000
flip-flops and latches | 16400 | 493000
well taps | 28200 | 35300
repair buffers | 1695 | 13600
## routing by layer
metal,share of wire,GRT usage,up-vias,wire [um]
li1,-,-,130000,-
met1,0.26,0.184,165000,586000
met2,0.43,0.304,33200,977000
met3,0.23,0.245,5941,530000
met4,0.070,0.135,493,159000
met5,0.0092,0.0953,-,20900
## per-stage QoR
stage | setup WS (ns) | utilization | cell area (um2) | power [mW]
3_5_place_dp | 4495.63 | 0.318 | 675000 | 0.169
5_1_grt | 4495.14 | 0.344 | 730000 | 0.284
2_1_floorplan | 4497.76 | - | 638000 | 0.157
4_1_cts | 4495.37 | 0.344 | 729000 | 0.278
3_3_place_gp | 4495.60 | 0.318 | 675000 | 0.169
6_report | 4495.32 | 0.345 | 731000 | 0.278
## state kept, by name, summed over array words and instances (netlist names)
signal	cells
fifo_ram.mem	16384
wr_ptr	11
fifo_ram.rd_data	8
rd_ptr	11
## final timing paths
| check | slack [ns] | endpoint | start | cells past startpoint |
|---|---|---|---|---|
| hold / removal | 0.66 | wr_ptr[0] | wr_ptr[0] | 2 |
| hold reg to reg | 0.66 | wr_ptr[0] | wr_ptr[0] | 2 |
| setup reg to reg | 5616.11 | fifo_ram.rd_data[2] | rd_ptr[1] | 19 |
| setup / recovery | 4495.32 | fifo_used_memory[9] | rd_ptr[1] | 12 |
## cells by family (layout without fill, tap and decap cells)
family / after synthesis / after routing / share of synthesized area
multiplexers: 5282 / 5282 / 0.154
buffers and inverters: 2010 / 4694 / 0.0197
AND/OR/NAND/NOR: 3366 / 3366 / 0.0213
adder cells (fa/ha/maj): 17 / 17 / 0.000345
XOR/XNOR: 37 / 37 / 0.000508
other: 0 / 758 / 0
AND-OR/OR-AND: 2939 / 2939 / 0.0315
flip-flops: 16400 / 16400 / 0.773
Power figures rest on the tool's default switching activity, not on a simulated workload.
